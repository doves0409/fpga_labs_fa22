<file path="/design/flow/run.sh">
#!/bin/bash
# OpenROAD 26Q1-2900-gdf79404cd8, Yosys 0.63+post, stock flow scripts
make -C /OpenROAD-flow-scripts/flow DESIGN_CONFIG=/design/flow/config.mk WORK_HOME=/design/flow/orfs finish
</file>
<file path="/design/flow/config.mk">
export PLATFORM = sky130hd
export DESIGN_NAME = fsm
export DESIGN_NICKNAME = fsm
export VERILOG_FILES = /design/flow/design.v
export SDC_FILE = /design/flow/constraint.sdc
export NUM_CORES = 4
export LEC_CHECK = 1
export CORE_UTILIZATION = 30
</file>
<file path="/design/flow/constraint.sdc">
current_design fsm

set clk_period 3.5
set clk_io_pct 0.2

create_clock -name clk0 -period $clk_period [get_ports {clk}]

set non_clock_inputs [all_inputs -no_clocks]
set_input_delay [expr $clk_period * $clk_io_pct] -clock clk0 $non_clock_inputs
set_output_delay [expr $clk_period * $clk_io_pct] -clock clk0 [all_outputs]
</file>
<file path="/design/flow/design.v">
module fcw_ram(
    input clk,
    input rst,
    input rd_en,
    input wr_en,
    input [1:0] addr,
    input [23:0] d_in,
    output reg [23:0] d_out
);
    reg [23:0] ram [3:0];
    always @(posedge clk) begin
        if (rst) begin
            ram[0] <= 24'd60508;  
            ram[1] <= 24'd67934;
            ram[2] <= 24'd71922;
            ram[3] <= 24'd80723;
        end
        else if (wr_en)
            ram[addr] <= d_in;
    end
    always @(posedge clk) begin
        if (rd_en) begin
            d_out <= ram[addr];
        end
    end
endmodule
module fsm #(
    parameter CYCLES_PER_SECOND = 125_000_000,
    parameter WIDTH = $clog2(CYCLES_PER_SECOND)
)(
    input clk,
    input rst,
    input [2:0] buttons,
    output reg[3:0] leds,
    output reg[23:0] fcw,
    output reg[1:0] leds_state
);
    reg [1:0] addr;
    reg wr_en, rd_en;
    reg [23:0] d_in;
	wire [23:0] d_out;
    fcw_ram notes (
        .clk(clk),
        .rst(rst),
        .rd_en(rd_en),
        .wr_en(wr_en),
        .addr(addr),
        .d_in(d_in),
        .d_out(d_out)
    );
	parameter REGULAR_PLAY = 2'd0,
		  REVERSE_PLAY = 2'd1,
		  PAUSED = 2'd2,
		  EDIT= 2'd3;
	reg[1:0] CurrentState;
	reg[1:0] NextState ;
	reg[1:0] next_addr;
	reg[WIDTH-1:0] cycles = 0;
	always @(posedge clk) begin
		if(rst) begin
			CurrentState <= REGULAR_PLAY;
			addr <= 0;
			cycles <= 0;
		end
		else begin
			CurrentState <= NextState;
			addr <= next_addr;
			cycles <= cycles + 1;
			if(cycles == CYCLES_PER_SECOND-1) begin
				cycles <= 0;
			end
		end
	end
	always @(*) begin
		NextState = CurrentState;
		next_addr = addr;
		d_in = d_out;
		case (CurrentState)
			REGULAR_PLAY: begin
				rd_en = 1;
				wr_en = 0;
				leds = 4'd1;
				fcw = d_out;
				if(buttons[0]) begin
					NextState = PAUSED;
				end
				if (buttons[1]) begin
					NextState = REVERSE_PLAY;
				end
				if(cycles == CYCLES_PER_SECOND-1) begin
					next_addr = addr + 2'd1;
				end
			end
			REVERSE_PLAY: begin
				rd_en = 1;
				wr_en = 0;
				leds = 4'd2;
				fcw = d_out;
				if(buttons[0]) begin
					NextState = PAUSED;
				end
				if(buttons[1]) begin
					NextState = REGULAR_PLAY;
					next_addr = 0;
				end
				if(cycles == CYCLES_PER_SECOND-1) begin
					next_addr = addr - 2'd1;
					rd_en = 1;
					fcw = d_out;
				end
			end
			PAUSED: begin
				rd_en = 0;
				wr_en = 0;
				fcw = 0;
				leds = 4'd3;
				if(buttons[0]) begin
					NextState = REGULAR_PLAY;
					next_addr = 0;
				end
				if(buttons[2]) begin
					NextState = EDIT;
				end 
			end
			EDIT: begin
				rd_en = 1;
				wr_en = 1;
				leds = 4'd4;
				fcw = d_out;
				if(buttons[0]) begin
					d_in = d_out - 1000;
				end
				if(buttons[1]) begin
					d_in = d_out + 1000;
				end 
				if(buttons[2]) begin
					NextState = PAUSED;
				end
			end
		endcase
		leds_state = CurrentState;
	end
endmodule
</file>
==> flow_metrics.env <==
# flow metrics
export IMPL_synth_warnings=2
export IMPL_antenna_cells=0
export IMPL_crit_start="CurrentState[0]$_SDFFE_PP0P_"
export IMPL_die_size_x_um=158
export IMPL_vias=4909
export IMPL_maxCapViolations=0
export IMPL_post_cts_repair_setup_buffers=0
export IMPL_synth_edff_count=120
export IMPL_ir_drop_v=0.000308
export IMPL_dr_pass1_iters=6
export IMPL_syn_inst=626
export IMPL_largest_area_cell="edfxtp_1"
export IMPL_die_area_mm2=0.0251
export IMPL_critPathMaxFanout=28
export IMPL_finalCritPeriodShare_pct=79.5
export IMPL_clock_sinks=151
export IMPL_fmax_mhz=359
export IMPL_first_iter_violations=264
export IMPL_drcViolationCount=0
export IMPL_simple_gate_share_pct=18.9
export IMPL_cts_buffer_depth=2
export IMPL_ys_seq_elements=151
export IMPL_core_area_mm2=0.0238
export IMPL_gp_congestion=0.905
export IMPL_layout_top_cell="edfxtp_1"
export IMPL_hp_start="cycles[0]$_SDFF_PP0_"
export IMPL_area_leaders="edfxtp_1, dfxtp_1, mux4_2, nor2_1, nand2_1"
export IMPL_clock_latency_late_pin_ps=420
export IMPL_antenna_found_initial=0
export IMPL_cp_cell_sequence="inv_1 > ha_1 > buf_4 > or2_2 > clkdlybuf4s50_1"
export IMPL_rows=56
export IMPL_grt_max_degree=29
export IMPL_grt_overflow=0
export IMPL_cts_root_buffer="clkbuf_16"
export IMPL_place_detailed_hpwl_mm=10.9
export IMPL_final_cell_mix="edfxtp_1, nor2_1, nand2_1, a21oi_1, clkdlybuf4s50_1"
export IMPL_drv_slew=0
export IMPL_fin_worst_skew_ps=8.75
export IMPL_critPathLaunchType="flip-flop"
export IMPL_mux_area_share_pct=7.50
export IMPL_placed_cells=962
export IMPL_fp_dieH_um=158
export IMPL_required_ps=2800
export IMPL_hold_viol_final=0
export IMPL_fin_setup_tns_ps=0
export IMPL_grt_pass1_wl_mm=27.0
export IMPL_critPathBufInv=3
export IMPL_drive_above_1_share_pct=13.5
export IMPL_fa_ha_area_share_pct=1.19
export IMPL_worst_pin_slew_ps=642
export IMPL_critical_path_class="reg2out"
export IMPL_syn_area_per_cell_um2=11.7
export IMPL_ys_area_mm2=0.00734
export IMPL_cts_hold_buf=0
export IMPL_maxSlewHeadroom_pct=57.2
export IMPL_ctsResizeCount=0
export IMPL_syn_to_final_growth_pct=17.8
export IMPL_post_route_min_period_ps=2780
export IMPL_drt_wl_total_mm=17.2
export IMPL_crit_path_end_kind="output pin"
export IMPL_postSynthSeqShare_pct=57.6
export IMPL_crit_family="buffers and inverters"
export IMPL_p_leak_nw=2.74
export IMPL_crit_slowest_cell="clkdlybuf4s50_1"
export IMPL_placed_area_mm2=0.00807
export IMPL_netlist_area_mm2=0.00734
export IMPL_tool_warnings=29
export IMPL_yosys_most_used_dff="edfxtp_1"
export IMPL_routedWlPerCell_um=17.3
export IMPL_regToRegStartpoint="notes.d_out[9]$_DFFE_PN_"
export IMPL_viasPerCell=4.94
export IMPL_stdcell_count=994
export IMPL_yosysUniqueCellTypes=64
export IMPL_cts_tree="yes"
export IMPL_htree_levels=4
export IMPL_cts_buffers=17
export IMPL_grt_usage_pct=15.0
export IMPL_cpPeakStageDelay_ps=410
export IMPL_xor_area_share_pct=4.30
export IMPL_arrival_ps=2080
export IMPL_first_global_vias=4929
export IMPL_async_flop_share_pct=0
export IMPL_final_setup_viol_count=0
export IMPL_ys_cells=626
export IMPL_outcome="completed"
export IMPL_hold_path_class="reg2reg"
export IMPL_path_clk_slew_ps=60
export IMPL_io_pins=35
export IMPL_stdcell_area_mm2=0.00864
export IMPL_ys_sh_aoi_pct=7.33
export IMPL_rsz0062_at_grt="no"
export IMPL_top_logic_kind="simple AND/OR/NAND/NOR gates"
export IMPL_netlist_area_leader_share_pct=49.1
export IMPL_floorplanUtilization_pct=30.9
export IMPL_drtAntennaViolNets=0
export IMPL_powerDensity_mw_per_mm2=535
export IMPL_portBuffers=33
-- stage by stage --
stage / util (%) / setup slack, ps / power [mW] / hold slack (ps)
after floorplan: - / 1090 / 2.59 / 426
after global placement: 34.0 / 573 / 2.90 / 440
after detailed placement: 34.0 / 561 / 2.90 / 459
after CTS: 36.4 / 684 / 4.67 / 477
after global routing: 36.4 / 589 / 4.83 / 492
final: 36.4 / 716 / 4.62 / 467
-- cell usage after synthesis (all sizes together) (5+ instances only) --
| master | count |
|---|---|
| edfxtp | 120 |
| nor2 | 76 |
| nand2 | 54 |
| a21oi | 40 |
| dfxtp | 31 |
| nand3 | 26 |
| mux4 | 24 |
| nor2b | 22 |
| xnor2 | 22 |
| clkbuf | 20 |
| inv | 18 |
| o21ai | 16 |
| buf | 15 |
| nor3 | 14 |
| xor2 | 14 |
| and3 | 13 |
| nand4 | 12 |
| or3 | 8 |
| a31oi | 7 |
| ha | 7 |
| nor4 | 6 |
| a211oi | 5 |
-- path summary, 6_finish.rpt --
path	endpoint	slack, ps	depth (start not counted)
hold reg to reg	cycles[0]$_SDFF_PP0_	470	1
hold / removal	cycles[0]$_SDFF_PP0_	470	1
setup / recovery	leds[0]	720	5
setup reg to reg	notes.ram[3][17]$_DFFE_PP_	980	5
-- routing by layer --
layer | up-vias | global-route usage (%) | share of wire [%]
met1 | 2361 | 20.6 | 42
met5 | - | 0 | 0
met4 | 0 | 1.42 | 0.75
met3 | 12 | 6.87 | 9.4
li1 | 2392 | - | -
met2 | 144 | 23.3 | 47
-- kinds of logic after synthesis --
family | count (synthesis)
multiplexers | 25
other | 1
AND-OR/OR-AND | 88
buffers and inverters | 54
XOR/XNOR | 36
adder cells (fa/ha/maj) | 7
flip-flops | 151
AND/OR/NAND/NOR | 264
-- power breakdown --
group / switching, mW / total, mW / internal, mW
logic: 0.315 / 0.644 / 0.329
registers: 0.162 / 2.21 / 2.05
clock network: 0.770 / 1.77 / 0.997
total: 1.25 / 4.62 / 3.37
-- area by class of cell --
cell class | count | area [um^2]
fill | 2269 | 15100
tap | 319 | 399
clock buffer | 17 | 425
inverter | 19 | 71.3
multi-input combinational | 421 | 2890
timing repair buffer | 52 | 485
clock inverter | 15 | 144
sequential | 151 | 4230
-- registers in the layout (all words and copies together), names as in the netlist --
signal        flops
cycles           27
addr              2
notes.ram        96
notes.d_out      24
CurrentState      2
-- worst register-to-register path, cell delays in order (launching register included) --
cell      delay, ps
edfxtp_1        530
nor4_2          520
nand2_1         210
a32oi_1         580
o21ai_0         320
a21oi_1         200
Power is estimated from default activity; no workload was simulated.
