### /design/flow/config.mk
export PLATFORM = sky130hd
export DESIGN_NAME = mem_controller
export DESIGN_NICKNAME = mem_controller
export VERILOG_FILES = /design/flow/design.v
export SDC_FILE = /design/flow/constraint.sdc
export NUM_CORES = 4
export LEC_CHECK = 1
export CORE_UTILIZATION = 30
### /design/flow/constraint.sdc
current_design mem_controller

set clk_period 31.6
set clk_io_pct 0.2

create_clock -name clk0 -period $clk_period [get_ports {clk}]

set non_clock_inputs [all_inputs -no_clocks]
set_input_delay [expr $clk_period * $clk_io_pct] -clock clk0 $non_clock_inputs
set_output_delay [expr $clk_period * $clk_io_pct] -clock clk0 [all_outputs]
### /design/flow/design.v
module mem_controller #(
  parameter FIFO_WIDTH = 8
) (
  input clk,
  input rst,
  input rx_fifo_empty,
  input tx_fifo_full,
  input [FIFO_WIDTH-1:0] din,
  output rx_fifo_rd_en,
  output tx_fifo_wr_en,
  output reg [FIFO_WIDTH-1:0] dout,
  output [5:0] state_leds
);
  localparam MEM_WIDTH = 8;    
  localparam MEM_DEPTH = 256;  
  localparam NUM_BYTES_PER_WORD = MEM_WIDTH/8;
  localparam MEM_ADDR_WIDTH = $clog2(MEM_DEPTH); 
  reg [NUM_BYTES_PER_WORD-1:0] mem_we = 0;
  reg [MEM_ADDR_WIDTH-1:0] mem_addr;
  reg [MEM_WIDTH-1:0] mem_din;
  wire [MEM_WIDTH-1:0] mem_dout;
  memory #(
    .MEM_WIDTH(MEM_WIDTH),
    .DEPTH(MEM_DEPTH)
  ) mem(
    .clk(clk),
    .en(1'b1),
    .we(mem_we),
    .addr(mem_addr),
    .din(mem_din),
    .dout(mem_dout)
  );
  localparam 
    IDLE = 3'd0,
    READ_CMD = 3'd1,
    READ_ADDR = 3'd2,
    READ_DATA = 3'd3,
    READ_MEM_VAL = 3'd4,
    ECHO_VAL = 3'd5,
    WRITE_MEM_VAL = 3'd6;
  reg [2:0] curr_state;
  reg [2:0] next_state;
  always @(posedge clk) begin
    if(rst) curr_state <= IDLE;
    else curr_state <= next_state;
  end
  reg [2:0] pkt_rd_cnt;
  reg [MEM_WIDTH-1:0] cmd;
  reg [MEM_WIDTH-1:0] addr;
  reg [MEM_WIDTH-1:0] data;
  reg handshake;
  always @(*) begin
    next_state = curr_state;  
    case (curr_state)
      IDLE: begin 
        if(!rx_fifo_empty) next_state = READ_CMD;
      end
      READ_CMD: begin
        if(!rx_fifo_empty) next_state = READ_ADDR;
      end
      READ_ADDR: begin
        if(cmd == 8'd48) next_state = READ_MEM_VAL;
        if(cmd == 8'd49 && !rx_fifo_empty) next_state = READ_DATA;
      end
      READ_DATA: begin
        next_state = WRITE_MEM_VAL;
      end
      READ_MEM_VAL: begin
		next_state = ECHO_VAL;
      end
      ECHO_VAL: begin
    next_state = IDLE;
      end
      WRITE_MEM_VAL: begin
    next_state = IDLE;
      end
    endcase
  end
  always @(*) begin
		mem_we = 0;
		mem_addr = 0;
		mem_din = 0;
		dout= 0;
    	case (curr_state)
			READ_MEM_VAL: begin
				mem_addr = addr;
			end
			WRITE_MEM_VAL: begin
				mem_addr = addr;
				mem_din = data;
				mem_we = 1;
			end
			ECHO_VAL: begin 
				if(!tx_fifo_full) dout=mem_dout;
			end
    	endcase
end
  always @(posedge clk) begin
	case(curr_state)
		READ_CMD: begin
			cmd <= din;
		end
		READ_ADDR: begin
			addr <= din;
		end
		READ_DATA: begin
			data <= din;
		end
	endcase
  end
  assign rx_fifo_rd_en = (next_state == READ_CMD) || (next_state == READ_ADDR) || (next_state == READ_DATA);  
  assign tx_fifo_wr_en = curr_state == ECHO_VAL;
endmodule
module memory #(
    parameter MEM_WIDTH = 32,
    parameter DEPTH = 128,
    parameter NUM_BYTES_PER_WORD = MEM_WIDTH/8,
    parameter MEM_ADDR_WIDTH = $clog2(DEPTH)
) (
    input clk,
    input en, 
    input [NUM_BYTES_PER_WORD-1:0] we,
    input [MEM_ADDR_WIDTH-1:0] addr,
    input [MEM_WIDTH-1:0] din,
    output reg [MEM_WIDTH-1:0] dout
);
    reg [MEM_WIDTH-1:0] mem [DEPTH-1:0];
    integer i;
    always @(posedge clk) begin
        if (en) begin
            for(i=0; i < NUM_BYTES_PER_WORD; i=i+1) begin
                if (we[i]) begin
                    mem[addr][i*8 +: 8] <= din[i*8 +: 8];
                end
            end
        dout <= mem[addr];
        end
    end
endmodule
### /design/flow/run.sh
#!/bin/bash
# OpenROAD 26Q1-2900-gdf79404cd8, Yosys 0.63+post, stock flow scripts
make -C /OpenROAD-flow-scripts/flow DESIGN_CONFIG=/design/flow/config.mk WORK_HOME=/design/flow/orfs finish
==> job_summary.md <==
## Implementation flow summary

| Metric | Value |
|---|---|
| FFs w/ async S/R, synth | 0% |
| Routed Antenna Nets | 0 |
| Initial DRC count | 4793 |
| Final Hold Viols | 0 |
| Largest net degree at the start of global routing | between 100 and 150 |
| Die area | 258000 um^2 |
| Initial antenna violation count | 10 |
| Least-Margin Pin Slew | 0.985 ns |
| F_max | 0.0690 GHz |
| Register area | 62600 um^2 |
| Post-synth top area cell | edfxtp_1 |
| P&R area growth vs syn | 13.9% |
| Width of the die | 508 um |
| DRC errors left | 0 |
| Cycle use final | a little under half |
| Root Driver | clkbuf_16 |
| Max-slew violation count | 0 |
| Post-synth cell types | 51 |
| Rows | 185 |
| Vias in the first global route | 45483 |
| Total Power | approximately 5.3 mW |
| # resized after CTS | 0 |
| Post-route minimum period | 14.49 ns |
| Status | complete, no violations |
| CTS tree | yes |
| Hold-fix buffers, CTS | 0 |
| Worst vdd ir | 0.0611 mV |
| Critical path launch point type | input port |
| Seq share, synth | 81.5% |
| Chip Area, Yosys | just under 80000 um^2 |
| Worst rel slew slack | 33.7% |
| Syn Inst Count | 4615 |
| PD cells | 60.1 nW/um^2 |
| Die extent in y | 508 um |
| Biggest area cells | edfxtp_1, a222oi_1, a21oi_1 |
| # Max-Cap Violations | 0 |
| Post-synth EDFFs | 2072 |
| Worst hold path type | reg -> reg |
| CP Class | in -> out |
| GRT Residual Overflow | 0 |
| Critical Path End Type | output pin |
| Drt pass-1 iters | 10 |
| First-pass GRT wire length | 300000 um |
| Placer Congestion | approximately 0.9 |
| Post-synth top flop | edfxtp_1 |
| Longest Clk Path Bufs | 3 |
| DR vias/cell | 5.35 |
| OpenROAD warning count | 28 |
| Seq cells post-synth | 2090 |
| Avg Synthesized Cell Area | 16.6 um^2 |
| Clk sink count | 2090 |
| Synth warnings | 8 |
| Setup violators final | 0 |
| DP Wirelength | 119000 um |
| Core ar. | between 200000 and 300000 um^2 |
| Comb area | 12900 um^2 |
| Max FO, Critical Path | 7 |
| H-tree Lvls | 4 |
| Synthesized area | 76800 um^2 |
| Via count | around 44000 |
| WP data required | 25.28 ns |
| Total GRT Usage | 16.8% |
| Setup slack, reg-to-reg | 25.65 ns |
| Critical Path AT | 8.17 ns |
| RSZ-0062 raised after global routing | false |
| Dominant cell area share | 81.0% |
| Leakage | approximately 22 nW |
| Routed Wire Length | 205000 um |
| Reg clk slew, reported paths | approximately 0.060 ns |
| # Cells Yosys | 4615 |
| Init Core Util | 30.2% |
| Fillers | 23346 |
| Worst-case clock skew | 0.0701 ns |
| TNS Setup | 0 ns |
| WL/cell | between 20 and 25 um |
| Latency at later pin | between 0.8 and 0.9 ns |
| Share of cells above drive strength 1 | a little under a tenth |
| TritonCTS buffer count | about 200 |
| Post CTS Setup Buffer Count | 0 |
| Port Buf Inserts | 21 |
| I/O pins | 28 |
report_power, final:
group	switching, mW	internal, mW
registers	0.00202	3.00
clock network	1.01	1.24
logic	0.00460	0.00335
stage by stage:
step | hold WS (ns) | instances | cell area [um^2] | util, % | setup WS (ns)
6_report | 0.542 | 8193 | 87500 | 34.4 | 17.11
5_1_grt | 0.563 | 8193 | 87500 | 34.4 | 16.95
4_1_cts | 0.532 | 8188 | 87500 | 34.4 | 17.10
3_5_place_dp | 0.515 | 7835 | 81300 | 32.0 | 17.12
3_3_place_gp | 0.501 | 7835 | 81300 | 32.0 | 17.00
2_1_floorplan | 0.435 | 4620 | 76900 | - | 18.42
placed cells by master (no fill, tap or decap), drive strengths merged, types with 21 or more instances in the layout:
cell / count
a21oi: 503
a222oi: 497
buf: 176
clkbuf: 237
clkdlybuf4s50: 21
clkinv: 93
edfxtp: 2072
nand2: 544
nand3: 34
nor2: 280
nor4: 128
o22ai: 56
flip-flops by register name, summed over array words and instances (netlist names), named ones only:
name	flops
cmd	8
data	8
mem.mem	2048
mem.dout	8
curr_state	7
addr	8
cell usage after synthesis, types with 3 or more instances:
cell and n:
nand4_1 3, nor2_1 279, nand2_1 544, a32oi_1 8, nand3_1 34, o22ai_1 55, inv_1 3, buf_4 8
nand2b_1 4, nor2b_1 11, and2_1 17, edfxtp_1 2072, a31oi_1 16, a22oi_1 4, o21ai_0 17, dfxtp_1 18
buf_2 60, clkbuf_1 224, nor4_1 128, a211oi_1 7, nor3_1 10, o41ai_1 3, a222oi_1 497, a21oi_1 503
and3_1 6, buf_1 53
path summary, 6_finish.rpt:
kind / depth (start not counted) / start / endpoint
worst max-delay path: 6 / rx_fifo_empty / rx_fifo_rd_en
worst min-delay path: 1 / curr_state[0] / curr_state[0]
worst max register to register: 9 / curr_state[3] / mem.mem[141][4]
worst min register to register: 1 / curr_state[0] / curr_state[0]
metal layers:
layer	wire, um	vias up	global-route usage (%)
met1	70700	21841	19.6
met4	8850	18	6.15
met5	449	-	1.17
met2	94100	2562	25.0
met3	30600	383	11.1
li1	-	19023	-
layout make-up:
cell class | count | share of cell area [%]
sequential | 2090 | 71.5
timing repair buffer | 197 | 1.82
multi-input combinational | 2179 | 14.8
inverter | 3 | 0.0129
clock inverter | 116 | 1.31
antenna | 5 | 0.0143
tap | 3366 | 4.81
clock buffer | 237 | 5.75
cells by family (layout without fill, tap and decap cells):
logic type,Yosys count,count (layout),share of synthesized area [%]
AOI/OAI and AO/OA,1126,1126,10.9
muxes,3,3,0.0554
DFF,2090,2090,81.5
buffers and inverters,351,553,1.87
other,1,11,0.00488
and+or+nand+nor,1044,1044,5.76
critical path: stages:
cell and delay [ns]:
clkdlybuf4s50_1 0.53, nand2b_1 0.24, o21ai_0 0.17, nand3_1 0.11, a211oi_1 0.29, clkdlybuf4s50_1 0.51
No activity file was given, so power comes from the tool's default toggle rates.
